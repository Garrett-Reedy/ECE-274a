==> ./design.v <==
`timescale 1ns / 1ps
module SevenSegment(SW,CA,CB,CC,CD,CE,CF,CG);
    input [3:0] SW;     
    output reg CA,CB,CC,CD,CE,CF,CG; 
	always @(SW,CA,CB,CC,CD,CE,CF,CG)
	   begin
	       case(SW)
	           4'b0000 : begin
	               CA = 0;
	               CB = 0;
	               CC = 0;
	               CD = 0;
	               CE = 0;
	               CF = 0;
	               CG = 1;
	           end
	           4'b0001 : begin
	               CA = 1;
	               CB = 0;
	               CC = 0;
	               CD = 1;
	               CE = 1;
	               CF = 1;
	               CG = 1;
	           end
	           4'b0010 : begin
	               CA = 0;
	               CB = 0;
	               CC = 1;
	               CD = 0;
	               CE = 0;
	               CF = 1;
	               CG = 0;
	           end
	           4'b0011 : begin
	               CA = 0;
	               CB = 0;
	               CC = 0;
	               CD = 0;
	               CE = 1;
	               CF = 1;
	               CG = 0;
	           end
	           4'b0100 : begin
	               CA = 1;
	               CB = 0;
	               CC = 0;
	               CD = 1;
	               CE = 1;
	               CF = 0;
	               CG = 0;
	           end
	           4'b0101 : begin
	               CA = 0;
	               CB = 1;
	               CC = 0;
	               CD = 0;
	               CE = 1;
	               CF = 0;
	               CG = 0;
	           end
	           4'b0110 : begin
	               CA = 0;
	               CB = 1;
	               CC = 0;
	               CD = 0;
	               CE = 0;
	               CF = 0;
	               CG = 0;
	           end
	           4'b0111 :   begin
	               CA = 0;
	               CB = 0;
	               CC = 0;
	               CD = 1;
	               CE = 1;
	               CF = 1;
	               CG = 1;
	           end
	           4'b1000 : begin
	               CA = 0;
	               CB = 0;
	               CC = 0;
	               CD = 0;
	               CE = 0;
	               CF = 0;
	               CG = 0;
	           end
	           4'b1001 : begin
	               CA = 0;
	               CB = 0;
	               CC = 0;
	               CD = 0;
	               CE = 1;
	               CF = 0;
	               CG = 0;
	           end
	           default : begin
	               CA = 1;
	               CB = 1;
	               CC = 1;
	               CD = 1;
	               CE = 1;
	               CF = 1;
	               CG = 1;
	           end
           endcase
       end
endmodule
`timescale 1ns / 1ps
module TwoDigitDisplay(CLK100MHZ, SW, CA,CB,CC,CD,CE,CF,CG,AN);
    input  CLK100MHZ;
    input  [6:0] SW;
    output CA,CB,CC,CD,CE,CF,CG;  
    output reg [7:0] AN;  
    reg  [3:0] in4;        
    reg  [3:0] firstdigit;
    reg  [3:0] seconddigit;
    SevenSegment a1(in4,CA,CB,CC,CD,CE,CF,CG);
    reg  [19:0] cnt;
    always @(posedge CLK100MHZ) begin
        cnt <= cnt + 1;
    end
    always @(SW) begin
            if (SW < 100)
                begin
                    firstdigit <= SW%10;
                    seconddigit <= SW/10;
                end 
             else
             begin
                    firstdigit <= 4'b1111;
                    seconddigit <= 4'b1111;
             end
    end
    always @(cnt) begin
        case(cnt[19:17])   
            3'b000: begin AN <= 8'b11111110; in4 <= firstdigit; end
            3'b001: begin AN <= 8'b11111101; in4 <= seconddigit; end
            default: begin AN <= 8'b11111111; in4 <= 4'b1111; end 
        endcase
     end
endmodule
==> ./run.sh <==
#!/bin/bash
# OpenROAD 26Q1-2900-gdf79404cd8, Yosys 0.63+post, stock flow scripts
make -C /OpenROAD-flow-scripts/flow DESIGN_CONFIG=/design/flow/config.mk WORK_HOME=/design/flow/orfs finish
==> ./config.mk <==
export PLATFORM = sky130hd
export DESIGN_NAME = TwoDigitDisplay
export DESIGN_NICKNAME = TwoDigitDisplay
export VERILOG_FILES = /design/flow/design.v
export SDC_FILE = /design/flow/constraint.sdc
export NUM_CORES = 4
export LEC_CHECK = 1
export CORE_AREA = 10 10 113 113
export DIE_AREA = 0 0 123 123
==> ./constraint.sdc <==
current_design TwoDigitDisplay

set clk_period 6.1
set clk_io_pct 0.2

create_clock -name clk0 -period $clk_period [get_ports {CLK100MHZ}]

set non_clock_inputs [all_inputs -no_clocks]
set_input_delay [expr $clk_period * $clk_io_pct] -clock clk0 $non_clock_inputs
set_output_delay [expr $clk_period * $clk_io_pct] -clock clk0 [all_outputs]
==> out/results.ini <==
[outcome]
status = complete, no violations

[timing]
grt_setup_unrepaired = no
setup_viol = 0
max_freq_mhz = 168.9
clock_skew_ns = 0.005178
tightest_slew_ns = 0.5142
finalHoldViolCount = 0
setup_tns_ns = 0
period_needed_ns = 5.922
maxSlewHeadroom_pct = 65.61
drv_slew = 0
hold_ws_ns = 0.4029
finalCritPeriodShare_pct = 97.09

[clocking]
cts_buffer_depth = 2
numCtsBuffers = 3
cts.sinks = 20
cts_tree = done
clkLatencyLatePin_ns = 0.25
clk_pin_slew_ns = 0.07
cts-root-buf = clkbuf_8
h-tree-depth = 1

[critical_path]
endpoint_kind = primary output
cpPeakStageDelay_ns = 0.47
cpMostUsedCell = clkdlybuf4s50_1
r2r_setup_slack_ns = 4.34
r2r_start = cnt[3]$_DFF_P_
worstSetupStartpointType = input pin
crit_chain = clkdlybuf4s50_1 -> or2_4 -> ha_4 -> and2b_4 -> a22o_1 -> a221o_1 -> maj3_1 -> nand2_2 -> a31oi_2 -> nor2_2 -> ha_1 -> inv_1 -> nor2_1 -> o21ai_1 -> clkdlybuf4s50_1
path_delay_family = adder cells
reg2reg_to = cnt[19]$_DFF_P_
critical_path_arrival_ns = 4.70
worstPathRequired_ns = 4.88
critPathBufInv = 3
worst-path-max-fanout = 5
critical_path_class = input pin to primary output
crit_path_top_delay_cell = clkdlybuf4s50_1
reg2reg_depth = 7

[synth]
xor_share_pct = 10.50
syn_avg_cell_area_sq_um = 8.136
synthAoiAreaFrac_pct = 23.41
ys_types = 63
yosysWarningCount = 2
yosys_area_sq_um = 1668
synth_area_sq_um = 1668
yosysCellCount = 205
synthCells = 205
synth.comb.largest_family = simple AND/OR/NAND/NOR gates
synth_flops = 20
yosys.area_share.simple_pct = 27.23
synthMuxAreaShare_pct = 0.6002
synth_seq_share_pct = 24.01
async_flop_share_pct = 0
edf_count = 0
flop_cell = dfxtp_1
fa_ha_area_share_pct = 5.026

[grt]
grt-ovfl-total = 0
grt_max_degree = 21
grt_pass1_wl_microns = 6258
grt.busiest_layer = met2
grt.met3_usage_pct = 0.8788
grtUsageTotal_pct = 4.789
grtUsageMet2_pct = 7.865
grt_pass1_vias = 1336
grt_antenna_before_repair = 0
use_met1_pct = 6.730

[place]
portBuffers = 16
dp.final_hpwl_microns = 2791
place_inst = 359
routabilityCongestion = 0.8163

[run]
warning_count = 27
cap_violations = 0

[worst_hold_path]
min_to = cnt[0]$_DFF_P_
min_path_cells = 1
hold_start = cnt[0]$_DFF_P_
hold_path.class = flip-flop to flip-flop

[floorplan]
fp_util_pct = 16.16
std_cell_rows = 37
dieArea_sq_um = 15130
die_width_microns = 123
io_pins = 23
core_sq_um = 10320
die_h_microns = 123

[layout]
syn_to_final_growth_pct = 26.63
regMostFlops = cnt
logic_area_sq_um = 1169
fin_cells = 364
largest_reg_flops = 20
final_common_cell = dfxtp_1
mostFrequentLayoutCells = 20 x dfxtp_1, 19 x nor2_1, 15 x clkdlybuf4s50_1
layout-drive-gt1-share_pct = 15.35
reg.largest.list = cnt: 20 flops
nFillCells = 1116
seq_area_sq_um = 400.4

[pwr]
peakVddDrop_mv = 0.2256
clkPwrFrac_pct = 32.9
p_seq_share_pct = 33.4
power_switching_w = 0.0001016
intPower_w = 0.0002891
p_sw_share_pct = 26.01
powerDensity_nw_per_um2 = 185.0
p_leak_nw = 0.7465
power_frac_comb_pct = 33.7

[drt]
ant_nets = 0
drt-pass1-iter-count = 4
routedWlPerCell_microns = 10.00
routed_wl_microns = 3640
antenna_cells_inserted = 0
drc = 0
vias = 1479
viasPerCell = 4.063
drtIter0Drc = 82

-- worst reg2reg max path, cell delays in order, from the launching register on --
cell and delay, ns:
dfxtp_1 0.41, and4_1 0.26, and3_1 0.19, nand2_1 0.08
nor2_1 0.19, nand4_1 0.17, nor3_1 0.24, xor2_1 0.16
-- cells in the mapped netlist, types with 4 or more instances --
cell type,count,area share [%]
inv_1,9,2.0
a21oi_1,11,3.3
nand3_1,10,3.0
ha_1,5,3.8
nor2_1,20,4.5
o211ai_1,4,1.8
nand2b_1,6,2.3
nand2_1,14,3.2
dfxtp_1,20,24
buf_4,8,3.6
xnor2_1,14,7.4
nand4_1,5,1.9
xor2_1,6,3.2
-- how the worst max path moves through the flow --
stage | from | endpoint | slack [ns] | depth (start not counted)
final | SW[4] | CB | 0.18 | 15
after global routing | SW[4] | CB | 0.02 | 15
after CTS | SW[5] | CB | 0.005 | 15
-- what timing repair did --
item                                    in CTS  in global routing
endpoints found under the hold margin        0                  0
gates cloned                                 0                  0
pin swaps                                    0                  3
hold buffers                                 0                  0
gates resized                                2                  5
endpoints found under the setup margin       2                  7
setup buffers                                0                  1
-- per-layer routing --
| layer | part of all wire, % | routed length (microns) |
|---|---|---|
| met1 | 51 | 1847 |
| met3 | 2.8 | 101 |
| met5 | 0 | 0 |
| met4 | 0 | 0 |
| met2 | 46 | 1692 |
-- stage by stage --
stage / setup WS, ns / power [W] / cell area, sq um / util [%]
floorplan: 0.9825 / 0.0002160 / 1687 / -
global placement: 0.01905 / 0.0002614 / 1998 / 19.36
detailed placement: -0.05763 / 0.0002613 / 1998 / 19.36
CTS: 0.005029 / 0.0003916 / 2078 / 20.13
global route: 0.01946 / 0.0004169 / 2112 / 20.46
finish: 0.1776 / 0.0003907 / 2112 / 20.46
-- final cells by class --
type                    count  area share, %
repair buffers             30          12.68
well taps                 136          8.057
clock inverters             1          1.422
flip-flops and latches     20          18.96
multi-input cells         165          55.33
clock buffers               3          1.955
inverters                   9          1.600
-- cell families (layout without fill, tap and decap cells) --
logic type,after synthesis,count (layout)
AND-OR/OR-AND,49,49
XOR/XNOR,20,20
adder cells (fa/ha/maj),7,7
buffers and inverters,25,43
flip-flops,20,20
multiplexers,1,1
other,1,6
AND/OR/NAND/NOR,82,82
-- power groups by stage --
stage / combinational (W) / sequential [W] / clock (W)
CTS: 0.000129 / 0.000130 / 0.000132
global route: 0.000147 / 0.000130 / 0.000139
finish: 0.000132 / 0.000130 / 0.000128
No activity file was given, so power comes from the tool's default toggle rates.
