[run.sh]
#!/bin/bash
# OpenROAD 26Q1-2900-gdf79404cd8, Yosys 0.63+post, stock flow scripts
make -C /OpenROAD-flow-scripts/flow DESIGN_CONFIG=/design/flow/config.mk WORK_HOME=/design/flow/orfs finish
[config.mk]
export PLATFORM = sky130hd
export DESIGN_NAME = top
export DESIGN_NICKNAME = top
export VERILOG_FILES = /design/flow/design.v
export SDC_FILE = /design/flow/constraint.sdc
export NUM_CORES = 4
export LEC_CHECK = 1
export CORE_AREA = 10 10 81 81
export DIE_AREA = 0 0 91 91
[design.v]
`timescale 1ns / 1ps
module Adder(A, B, Cin, S);
    parameter N = 12;  
    input [N - 1:0] A, B;
    input Cin;
    output reg [N - 1:0] S;
    reg Co;
    reg [3:0] i;  
    always @(A, B, Cin) begin
        for (i = 0; i < N; i = i + 1) begin
            if (i == 0) begin
                S[i] = A[i] ^ B[i] ^ Cin;
            end
            else begin  
                S[i] = A[i] ^ B[i] ^ ((A[i - 1] & B[i - 1]) | ((A[i - 1] | B[i - 1]) & ~S[i - 1]));
            end
        end
        Co = (A[i - 1] & B[i - 1]) | ((A[i - 1] | B[i - 1]) & ~S[i - 1]);  
    end
endmodule
`timescale 1ns / 1ps
module Comparator(A, B, AltB, AeqB, AgtB, A_debug, B_debug);
    parameter N = 12;
    (* mark_debug = "true" *) input [N - 1:0] A, B;
    output reg AltB, AeqB, AgtB;
    output [N - 1: 0] A_debug, B_debug;
    assign A_debug = A;
    assign B_debug = B;
    always @(A, B) begin
        if (A < B) begin
            AltB <= 1;
            AeqB <= 0;
            AgtB <= 0;
        end  
        else if (A == B) begin
            AltB <= 0;
            AeqB <= 1;
            AgtB <= 0;
        end  
        else if (A > B) begin
            AltB <= 0;
            AeqB <= 0;
            AgtB <= 1;
        end  
    end  
endmodule  
`timescale 1ns / 1ps
module Controller_top(clk, go, rst, A_mod_2, i_lt_8, i_lt_16, done, i_ld, i_clr, j_ld, j_clr, sum_ld, 
                      sum_clr, count_ld, count_clr, temp_ld, temp_clr, avg_ld, avg_clr, R_en, 
                      W_en, W_data_mux, W_ij_mux, R_ij_mux, DBstate, DBnextState);
    input clk, go, rst, A_mod_2, i_lt_8, i_lt_16;
    output reg done = 0, i_ld = 0, i_clr = 0, j_ld = 0, j_clr = 0, sum_ld = 0, sum_clr = 0, count_ld = 0, count_clr = 0, temp_ld = 0, 
               temp_clr = 0, avg_ld = 0, avg_clr = 0, R_en = 0, W_en = 0, W_data_mux = 0, W_ij_mux = 0, R_ij_mux = 0;
    output [3:0] DBstate, DBnextState;
    parameter s0 = 0, s1 = 1, s2 = 2, s3 = 3, s4 = 4, s5 = 5, s6 = 6, s7 = 7, s8 = 8, s9 = 9, s10 = 10, 
              s11 = 11, s12 = 12, s13 = 13, s14 = 14, s15 = 15;
    (* KEEP = "true" *)  reg [3:0] state = s0, nextState = s0;
    reg DB;
    always @(state, go) begin
        i_ld <= 0; i_clr <= 0; j_ld <= 0; j_clr <= 0; sum_ld <= 0; sum_clr <= 0; count_ld <= 0; 
        count_clr <= 0; temp_ld <= 0; temp_clr <= 0; avg_ld <= 0; avg_clr <= 0; R_en <= 1; W_en <= 0;
        nextState <= state;
        DB <= 0;
        case (state)
            s0: begin
                done <= 0;
                avg_clr <= 1;
                sum_clr <= 1;
                count_clr <= 1;
                i_clr <= 1;
                if (go) begin
                    nextState <= s1;
                end
                else begin
                    nextState <= state;
                end
            end
            s1: begin
                if (i_lt_16) begin
                    nextState <= s2;
                end
                else begin
                    nextState <= s5;
                end
            end
            s2: begin
                R_ij_mux <= 0;
                sum_ld <= 1;
                if (!A_mod_2) begin
                    nextState <= s3;
                end
                else begin
                    nextState <= s4;
                end
            end
            s3: begin
                count_ld <= 1;
                nextState <= s4;
            end
            s4: begin
                i_ld <= 1;
                nextState <= s1;
            end
            s5: begin
                i_clr <= 1;
                j_clr <= 1;
                avg_ld <= 1;
                nextState <= s6;
            end
            s6: begin
                if (i_lt_8) begin
                    nextState <= s7;
                end
                else begin
                    nextState <= s10;
                end
            end
            s7: begin
                j_ld <= 1;
                R_ij_mux <= 0;
                temp_ld <= 1;
                nextState <= s8;
            end
            s8: begin
                W_ij_mux <= 0;
                R_ij_mux <= 1;
                W_data_mux <= 1;
                W_en <= 1;
                nextState <= s9;
            end
            s9: begin
                W_ij_mux <= 1;
                W_data_mux <= 0;
                W_en <= 1;
                i_ld <= 1;
                nextState <= s6;
            end
            s10: begin
                done <= 1;
                nextState <= s0;
            end
            default: begin
                nextState <= s0;
            end
        endcase
    end
    always @(posedge clk) begin    
        if (rst) begin
            state <= s0;
        end
        else begin
            state <= nextState;
        end
    end
endmodule
`timescale 1ns / 1ps
module Divider(A, B, S, rem);
    parameter N = 12;
    input [N - 1: 0] A, B;     
    output reg [N - 1: 0] S;     
    output reg rem;     
    always @(A, B) begin
        S = A / B;
        rem = A - (S * B);
    end
endmodule
`timescale 1ns / 1ps
module Mux2x1(i1, i0, addr, S);
    parameter N = 8;  
    input addr;
    input [N - 1: 0] i1, i0;
    output reg [N - 1: 0] S;
    always @(i1, i0, addr) begin
        if (addr == 0) begin
            S <= i0;
        end
        else begin
            S <= i1;
        end
    end
endmodule
`timescale 1ns / 1ps 
module Register16_8(R_Addr, W_Addr, R_en, W_en, R_Data, W_Data, Clk, Rst, debug_Reg00, debug_Reg01, debug_Reg02, debug_Reg03, debug_Reg04, 
                    debug_Reg05, debug_Reg06, debug_Reg07, debug_Reg08, debug_Reg09, debug_Reg10, debug_Reg11, debug_Reg12, debug_Reg13, 
                    debug_Reg14, debug_Reg15);
    input [3:0] R_Addr, W_Addr;
    input R_en, W_en;
    output reg [7:0] R_Data;
    input [7:0] W_Data;
    input Clk, Rst;
    output [7:0] debug_Reg00, debug_Reg01, debug_Reg02, debug_Reg03, debug_Reg04, debug_Reg05, 
                 debug_Reg06, debug_Reg07, debug_Reg08, debug_Reg09, debug_Reg10, debug_Reg11, 
                 debug_Reg12, debug_Reg13, debug_Reg14, debug_Reg15;
    (* mark_debug = "true" *) reg [7:0] RegFile [0:15];
    assign debug_Reg00 = RegFile [0];
    assign debug_Reg01 = RegFile [1];
    assign debug_Reg02 = RegFile [2];
    assign debug_Reg03 = RegFile [3];
    assign debug_Reg04 = RegFile [4];
    assign debug_Reg05 = RegFile [5];
    assign debug_Reg06 = RegFile [6];
    assign debug_Reg07 = RegFile [7];
    assign debug_Reg08 = RegFile [8];
    assign debug_Reg09 = RegFile [9];
    assign debug_Reg10 = RegFile [10];
    assign debug_Reg11 = RegFile [11];
    assign debug_Reg12 = RegFile [12];
    assign debug_Reg13 = RegFile [13];
    assign debug_Reg14 = RegFile [14];
    assign debug_Reg15 = RegFile [15];
    always @(posedge Clk) begin
        if (Rst==1) begin        	
	        RegFile[0] = 8'd255;
            RegFile[1] = 8'd254;
            RegFile[2] = 8'd253;
            RegFile[3] = 8'd252;
            RegFile[4] = 8'd251;
            RegFile[5] = 8'd250;
            RegFile[6] = 8'd249;
            RegFile[7] = 8'd248;
     	    RegFile[8] = 8'd247;
       	    RegFile[9] = 8'd246;
      	    RegFile[10] = 8'd245;
     	    RegFile[11] = 8'd244;
            RegFile[12] = 8'd236;
      	    RegFile[13] = 8'd242;
     	    RegFile[14] = 8'd238;
       	    RegFile[15] = 8'd240;
        end  
        else if (W_en==1) begin
            RegFile[W_Addr] <= W_Data;
        end  
    end  
    always @* begin
        if (R_en==1) begin
            R_Data <= RegFile[R_Addr];
        end  
        else begin
            R_Data <= 32'hZZZZZZZZ;
        end  
    end  
endmodule  
`timescale 1ns / 1ps
module Register_Nbit(clk, ld, clr, in, out);
    parameter N = 12;
    input clk, ld, clr;
    input [N - 1: 0] in;
    output reg [N - 1: 0] out;
    always @(posedge clk) begin
        if (clr == 1) begin
            out <= 0;
        end
        else if (ld == 1) begin
            out <= in;
        end
        else begin
            out <= out;
        end
    end
endmodule
`timescale 1ns / 1ps
module Subtractor(A, B, S);
    parameter N = 12;  
    input [N - 1:0] A, B;
    output reg [N - 1:0] S;
    always @(A, B) begin
        if (B > A) begin
            S <= B - A;
        end  
        else begin
            S <= A - B;
        end  
    end  
endmodule  
`timescale 1ns / 1ps
module top(clk, rst, go, sum, count_even, avg, done);
    input clk, rst, go;
    output done;
    output [4:0] count_even;  
    output [7:0] avg;  
    output [11:0] sum;  
    wire i_ld, i_clr, j_ld, j_clr, sum_ld, sum_clr, count_ld, count_clr, temp_ld, temp_clr, avg_ld, avg_clr,
         W_ld, W_clr, R_en, W_en, W_data_mux, W_ij_mux, R_ij_mux, A_mod_2, i_lt_8, i_lt_16;
    wire [3:0] R_addr, W_addr, j_in, j;
    wire [4:0] i_in, i, count_in;
    wire [7:0] R_data, W_data, W_in, temp, avg_in;
    wire [11:0] sum_in;
    Controller_top C(clk, go, rst, A_mod_2, i_lt_8, i_lt_16, done, i_ld, i_clr, j_ld, j_clr, sum_ld, 
                     sum_clr, count_ld, count_clr, temp_ld, temp_clr, avg_ld, avg_clr, R_en, 
                     W_en, W_data_mux, W_ij_mux, R_ij_mux);
    Register16_8 RF(R_addr, W_addr, R_en, W_en, R_data, W_data, clk, rst);  
    Register_Nbit #(4) Reg_j(clk, j_ld, j_clr, j_in, j);  
    Register_Nbit #(5) Reg_i(clk, i_ld, i_clr, i_in, i);  
    Register_Nbit #(5) Reg_count_even(clk, count_ld, count_clr, count_in, count_even);  
    Register_Nbit #(8) Reg_temp(clk, temp_ld, temp_clr, R_data, temp);  
    Register_Nbit #(8) Reg_avg(clk, avg_ld, avg_clr, avg_in, avg);  
    Register_Nbit #(12) Reg_sum(clk, sum_ld, sum_clr, sum_in, sum);  
    Mux2x1 #(4) M1(j, i, W_ij_mux, W_addr);  
    Mux2x1 #(4) M2(j, i, R_ij_mux, R_addr);  
    Mux2x1 #(8) M3(R_data, temp, W_data_mux, W_data);  
    Comparator #(4) C1(i, 4'd8, i_lt_8);  
    Comparator #(5) C2(i, 5'd16, i_lt_16);  
    Adder #(5) A1(i, 5'd1, i_in);  
    Adder #(5) A2(count_even, 5'd1, count_in);  
    Adder #(12) A3(sum, {4'b0, R_data}, sum_in);  
    Subtractor #(4) S1(4'd15, i, j_in);  
    Divider #(8) D1(.A(R_data), .B(8'd2), .rem(A_mod_2));  
    Divider #(12) D2(sum, 12'd16, avg_in);  
endmodule
[constraint.sdc]
current_design top

set clk_period 1.5
set clk_io_pct 0.2

create_clock -name clk0 -period $clk_period [get_ports {clk}]

set non_clock_inputs [all_inputs -no_clocks]
set_input_delay [expr $clk_period * $clk_io_pct] -clock clk0 $non_clock_inputs
set_output_delay [expr $clk_period * $clk_io_pct] -clock clk0 [all_outputs]
==> flow_metrics.py <==
# Physical implementation metrics
metrics = {
    "status": {
        "status": "completed",
    },
    "synth": {
        "synth_warnings": 46,
        "synth_flops": 12,
        "async_flop_share_pct": 0,
        "yosysCellCount": 90,
        "yosys-stat-area_um2": 748,
        "synth-edff-count": 3,
        "synth_cells": 90,
        "synth_top_flop_cell": "dfxtp_1",
        "synth_cell_types": 33,
        "syn_area_um2": 748,
        "avgSynthCellArea_um2": 8.31,
    },
    "floorplan": {
        "core.rowCount": 25,
        "chipArea_um2": 8280,
        "coreArea_um2": 4820,
        "fp-utilization_pct": 15.5,
        "ios": 29,
        "die_h_um": 91,
        "dieWidth_um": 91,
    },
    "clock_network": {
        "cts.reportedPaths.clkPinSlew_ps": 40,
        "cts_root_buf": "clkbuf_8",
        "cts_tree": "yes",
        "ctsHoldBuffers": 0,
        "cts_resized": 0,
        "htree_levels": 1,
        "cts_buffers": 3,
        "cts_setup_buffers": 0,
        "clk_path_buf_depth": 2,
        "worstSkewPairLatency_ps": 230,
    },
    "global_routing": {
        "grt_pass1_wl_um": 2170,
        "grt_usage_pct": 2.98,
        "grt_start_max_net_pins": 14,
        "grt-ovfl-total": 0,
        "grt_pass1_vias": 528,
        "grt_antenna_before_repair": 0,
    },
    "worst_setup_path": {
        "crit_slowest_cell": "or4b_1",
        "critPathMaxFanout": 2,
        "critPathMaxStageDelay_ps": 490,
        "cp-end-kind": "flop",
        "reg2reg_depth": 2,
        "start_kind": "flop",
        "crit_required_ps": 1470,
        "crit_arrival_ps": 1420,
        "critPathKind": "flop to flop",
        "path_cells": "or3b_4 -> or4b_1",
    },
    "final_timing": {
        "maxSlewViolCount": 0,
        "fmax_mhz": 691,
        "untimed_endpoints": 5,
        "period_minus_slack_ps": 1450,
        "setup_viol": 0,
        "finalClockPeriodUsage_pct": 96.5,
        "holdWs_ps": 500,
        "rsz0062_at_grt": "false",
        "unclocked_regs": 4,
        "skew_ps": 3.32,
        "hold_violations": 0,
    },
    "cells_and_area": {
        "final_cells": 165,
        "mi_logic_area_um2": 358,
        "area_delta_synth_final_pct": 11.2,
        "nFillCells": 553,
        "regArea_um2": 251,
        "drive_above_1_share_pct": 15.3,
    },
    "route": {
        "viasPerCell": 3.16,
        "drt_iter0_markers": 25,
        "antenna_left": 0,
        "drtPass1Iterations": 4,
        "vias": 521,
        "route.detailed.drc": 0,
        "routedWlPerCell_um": 8.75,
        "num_antenna_cells": 0,
        "wirelength_um": 1440,
    },
    "placed_design": {
        "io_buffer_count": 3,
        "place_congestion": 0.770,
        "dp_cells": 161,
        "dp_hpwl_um": 1170,
    },
    "power_and_ir_drop": {
        "powerDensity_nw_per_um2": 717,
        "ir_drop_mv": 0.196,
        "cellLeakagePower_nw": 0.359,
    },
    "hold_path": {
        "whs_path_depth": 2,
        "hp-class": "flop to flop",
    },
    "run": {
        "drv_cap": 0,
        "warnings": 26,
    },
}
==> stage by stage <==
step,setup slack [ps],instance area [µm²],util [%],TNS [ps],total power [W]
after global placement,0.297,786,16.3,0,0.000328
after CTS,50.0,831,17.2,0,0.000606
after detailed placement,-12.3,786,16.3,-12.3,0.000327
after global routing,0.458,832,17.3,0,0.000633
after floorplan,-38.2,838,-,-38.2,0.000351
final,52.6,832,17.3,0,0.000597
==> path summary, 6_finish.rpt <==
check	start	slack [ps]	endpoint
setup / recovery	C.state[2]	50	RF.RegFile[0][0]
hold / removal	Reg_j.out[2]	500	Reg_j.out[2]
setup reg to reg	C.state[2]	50	RF.RegFile[0][0]
hold reg to reg	Reg_j.out[2]	500	Reg_j.out[2]
==> synthesized netlist by cell type (2+ instances only) <==
cell	n	share of area [%]
buf_4	25	25
nand2_1	7	3.5
nor2_1	6	3.0
dfxtp_1	5	13
inv_1	5	2.5
nand3_1	5	3.3
dlxtn_1	4	8.0
a21oi_1	3	2.0
edfxtp_1	3	12
a31oi_1	2	1.7
a32oi_1	2	2.3
nor3_1	2	1.3
==> where the power goes <==
group          internal (W)  total (W)  switching, W
Clock              0.000185   0.000275     0.0000900
Sequential         0.000240   0.000253     0.0000128
Combinational     0.0000326  0.0000688     0.0000362
==> cells in the final DEF (no fill, tap or decap), types with 2 or more instances in the layout <==
cell,Yosys,final
clkbuf_8,0,3
clkdlybuf4s50_1,0,3
dfxtp_1,5,4
inv_1,5,5
conb_1,1,25
a32oi_1,2,2
nand2_1,7,7
edfxtp_1,3,3
a21oi_1,3,3
nor3_1,2,2
buf_4,25,6
nand3_1,5,5
nor2_1,6,6
dlxtn_1,4,4
a31oi_1,2,2
==> state kept, by name (all words and copies together), names as in the netlist <==
signal        count
Reg_j.out         1
C.done            1
C.state           4
C.W_data_mux      1
C.R_ij_mux        1
Reg_temp.out      1
RF.RegFile        2
C.W_ij_mux        1
==> area by class of cell <==
class | count | share of cell area [%]
multi-input cells | 68 | 43.0
repair buffers | 9 | 9.02
clock buffers | 4 | 5.41
well taps | 67 | 10.1
inverters | 5 | 2.26
flip-flops and latches | 12 | 30.2
==> cell families (layout without fill, tap and decap cells) <==
family          Yosys count  in the layout  share of synthesized area [%]
xor+xnor                  1              1                           1.17
latches                   4              4                           8.03
compound gates           15             15                           15.1
buf+inv                  34             18                           30.8
flops                     8              8                           25.4
other cells               1             25                          0.501
simple gates             27             27                           19.1
==> critical path: cells and delay by family, from the launching register on <==
kind,cells,cell delay (ps)
DFF,1,310
and+or+nand+nor,2,880
==> metal layers <==
layer	track usage [%]	up-vias	routed length (µm)
met4	1.57	0	56
li1	-	269	-
met2	5.07	18	697
met1	3.58	232	656
met3	0.415	2	32
met5	0	-	0
Power and IR drop assume default switching activity.
