### config.mk
export PLATFORM = sky130hd
export DESIGN_NAME = RegFile16x8
export DESIGN_NICKNAME = RegFile16x8
export VERILOG_FILES = /design/flow/design.v
export SDC_FILE = /design/flow/constraint.sdc
export NUM_CORES = 4
export LEC_CHECK = 1
export CORE_UTILIZATION = 30
### constraint.sdc
current_design RegFile16x8

set clk_period 3.8
set clk_io_pct 0.2

create_clock -name clk0 -period $clk_period [get_ports {Clk}]

set non_clock_inputs [all_inputs -no_clocks]
set_input_delay [expr $clk_period * $clk_io_pct] -clock clk0 $non_clock_inputs
set_output_delay [expr $clk_period * $clk_io_pct] -clock clk0 [all_outputs]
### design.v
`timescale 1ns / 1ps
module RegFile16x8(R_Addr, W_Addr, R_en, W_en, R_Data, W_Data, Clk, Rst, debug_Reg0, 
                   debug_Reg1, debug_Reg2, debug_Reg3, debug_Reg4, debug_Reg5, debug_Reg6, 
                   debug_Reg7, debug_Reg8, debug_Reg9, debug_Reg10, debug_Reg11, debug_Reg12, 
                   debug_Reg13, debug_Reg14, debug_Reg15);
    input [3:0] R_Addr, W_Addr;
    input Clk, Rst, R_en, W_en;
    output reg [7:0] R_Data;
    input [7:0] W_Data;
    output [7:0] debug_Reg0, debug_Reg1, debug_Reg2, debug_Reg3, debug_Reg4, debug_Reg5, 
                 debug_Reg6, debug_Reg7, debug_Reg8, debug_Reg9, debug_Reg10, debug_Reg11, 
                 debug_Reg12, debug_Reg13, debug_Reg14, debug_Reg15;
    (* mark_debug = "true" *) reg [7:0] RegFile [0:15];
    assign debug_Reg0 = RegFile [0];
    assign debug_Reg1 = RegFile [1];
    assign debug_Reg2 = RegFile [2];
    assign debug_Reg3 = RegFile [3];
    assign debug_Reg4 = RegFile [4];
    assign debug_Reg5 = RegFile [5];
    assign debug_Reg6 = RegFile [6];
    assign debug_Reg7 = RegFile [7];
    assign debug_Reg8 = RegFile [8];
    assign debug_Reg9 = RegFile [9];
    assign debug_Reg10 = RegFile [10];
    assign debug_Reg11 = RegFile [11];
    assign debug_Reg12 = RegFile [12];
    assign debug_Reg13 = RegFile [13];
    assign debug_Reg14 = RegFile [14];
    assign debug_Reg15 = RegFile [15];
    always @(posedge Clk) begin
        if (Rst == 1) begin
            RegFile[0] <= 8'd48; 
            RegFile[1] <= 8'd62;
            RegFile[2] <= 8'd57; 
            RegFile[3] <= 8'd255;
            RegFile[4] <= 8'd55; 
            RegFile[5] <= 8'd214;
            RegFile[6] <= 8'd49; 
            RegFile[7] <= 8'd220;
            RegFile[8] <= 8'd54; 
            RegFile[9] <= 8'd198;
            RegFile[10] <= 8'd50; 
            RegFile[11] <= 8'd213;
            RegFile[12] <= 8'd58; 
            RegFile[13] <= 8'd196;
            RegFile[14] <= 8'd51; 
            RegFile[15] <= 8'd52;
        end              
        else if (W_en==1) begin
            RegFile[W_Addr] <= W_Data;
        end
    end
    always @(*) begin
        if (R_en==1) begin
            R_Data <= RegFile[R_Addr];
        end
        else begin
            R_Data <= 8'bZZZZZZZZ;
        end
   end
endmodule
### run.sh
#!/bin/bash
# OpenROAD 26Q1-2900-gdf79404cd8, Yosys 0.63+post, stock flow scripts
make -C /OpenROAD-flow-scripts/flow DESIGN_CONFIG=/design/flow/config.mk WORK_HOME=/design/flow/orfs finish
==> flow_summary_export.csv <==
group,metric,value,unit
finish,fillerInstances,1668,
finish,flop_area,0.003844,mm2
critical_path,path_buffers,3,
synth,async_flop_share,0,%
timing,setup-tns-final,0,ns
finish,utilization,44.20,%
timing,period_used_share,94.65,%
synth,yosys_cells,385,
global_routing,grt_pass1_wl,25.98,mm
finish,largest_reg_flops,128,
finish,syn_to_final_growth,42.07,%
detailed_routing,via_per_inst,4.885,
power_and_ir_drop,power_density,434.4,mW/mm2
timing,relSlewSlack,49.47,%
clock_tree,htreeDepth,4,
critical_path,cp.arrival,2.84,ns
synth,synth-simple-area-share,18.39,%
synth,synthXorXnorAreaFrac,0,%
clock_tree,cts_buffers,17,
floorplan,chip_area,0.02023,mm2
detailed_routing,drt_iter0_drc,273,
detailed_routing,firstDrtPassIters,4,
timing,hold_violations,0,
detailed_routing,antenna_cells,0,
detailed_routing,drt_wl_total,17.70,mm
synth,synthFlopType,"edfxtp_1",
critical_path,path_class,"in2out",
finish,reg_top3,"RegFile (128)",
power_and_ir_drop,p_leak,0.002831,uW
synth,synth_flops,128,
finish,regMostFlops,"RegFile",
detailed_routing,ant_nets,0,
timing,whs,1.324,ns
synth,synthTopLogicFamily,"simple AND/OR/NAND/NOR gates",
global_routing,antenna_found_initial,0,
synth,avgSynthCellArea,15.32,um2
floorplan,fp.coreArea,0.01896,mm2
timing,tightestPinTransition,0.7556,ns
clock_tree,cts-root-buf,"clkbuf_16",
timing,grt_setup_unrepaired,"no",
clock_tree,path_clk_slew,0.05,ns
clock_tree,post-cts-setup-buffers,0,
clock_tree,clkSinkCount,128,
critical_path,endpoint_kind,"primary output",
clock_tree,cts_tree,"yes",
floorplan,die_w,142.2,um
timing,drv_slew,0,
detailed_routing,drcViolationCount,0,
placement,place.gp.congestion,0.8547,
critical_path,path_delay_family,"buffers and inverters",
floorplan,ios,156,
critical_path,required,3.04,ns
min_path,hp-class,"in2reg",
detailed_routing,wl_per_cell,21.67,um
placement,portBuffers,154,
clock_tree,clockBufferDepth,2,
synth,ys_sh_aoi,2.164,%
global_routing,grt_pass1_vias,4425,
critical_path,critical_path.max_fanout,32,
synth,mux_share,12.22,%
flow_run,warnings,26,
floorplan,rows,50,
critical_path,slowest_delay,0.50,ns
critical_path,path_cells,"clkdlybuf4s50_1 -> buf_12 -> mux4_2 -> a22oi_1 -> nand2_1 -> clkdlybuf4s50_1",
critical_path,cp_common_cell,"clkdlybuf4s50_1",
finish,mi_logic_area,0.001933,mm2
floorplan,initCoreUtil,31.12,%
global_routing,grtUsageTotal,19.13,%
synth,ys_area,0.005898,mm2
synth,synthCells,385,
placement,dp_hpwl,12.70,mm
critical_path,startpoint_type,"input port",
global_routing,grt_max_degree,33,
timing,setup_violations,0,
synth,synth_cell_types,19,
timing,period_minus_slack,3.597,ns
detailed_routing,vias,3991,
synth,netlist_area,0.005898,mm2
timing,max_freq,278.0,MHz
synth,synth-edff-count,128,
status,status,"finished clean",
synth,adder_share,0,%
synth,synth_seq_share,65.17,%
clock_tree,cts_hold_buf,0,
critical_path,slowest_stage,"clkdlybuf4s50_1",
global_routing,overflow,0,
flow_run,maxCapViolations,0,
floorplan,die_y,142.2,um
power_and_ir_drop,ir_drop,311.6,uV
finish,drive_above_1_share,17.06,%
synth,yosys_warnings,2,
clock_tree,ctsResizeCount,0,
layout make-up:
| class | instances | share of cell area [%] |
|---|---|---|
| sequential | 128 | 45.87 |
| tap | 260 | 3.882 |
| multi-input combinational | 226 | 23.07 |
| timing repair buffer | 174 | 20.58 |
| clock inverter | 11 | 1.478 |
| clock buffer | 18 | 5.122 |
per-layer routing:
layer | track usage, % | vias up | part of all wire [%]
met4 | 2.151 | 0 | 1.4
li1 | - | 1787 | -
met1 | 24.34 | 1937 | 39
met2 | 29.51 | 248 | 47
met5 | 1.253 | - | 0
met3 | 11.75 | 19 | 13
synthesized netlist by cell type (all sizes together), types with 4 or more instances:
master	count	share of area [%]
a22oi	16	2.0
and2	62	6.6
buf	6	0.47
clkbuf	25	1.6
edfxtp	128	65
mux4	32	12
nand2	9	0.57
nand2b	17	1.8
nor2	12	0.76
nor3	4	0.59
or2	15	1.6
or3	52	5.5
report_power, final:
group | internal [uW] | switching [uW] | total, uW
logic | 254 | 163 | 417
clock network | 1000 | 529 | 1530
registers | 1640 | 53.5 | 1690
placed cells by master, fill, tap and decap left out, types with 3 or more instances in the layout:
cell type and n:
nor2_1 12, nand2_1 9, edfxtp_1 128, clkdlybuf4s50_1 153, nand2b_1 17, nor3_2 3
mux4_2 32, a22oi_1 16, buf_12 3, bufinv_16 3, clkinv_1 5, or3_1 52
clkinv_2 3, and2_1 62, buf_4 17, or2_2 15, clkbuf_16 17
final timing paths:
path / start / endpoint / depth (start not counted)
max: R_Addr[1] / R_Data[1] / 6
min: W_en / RegFile[14][1] / 4
kinds of logic (layout without fill, tap and decap cells):
family,count (synthesis),count (layout)
simple gates,177,177
flops,128,128
mux,32,32
buf+inv,31,203
compound gates,17,17
stage by stage:
stage / instance area (um2) / setup WS, ns / total power (uW) / instances
floorplan: 5898 / 1.106 / 1824 / 385
global placement: 7826 / 0.1802 / 2138 / 788
detailed placement: 7826 / 0.1987 / 2141 / 788
CTS: 8379 / 0.1922 / 3666 / 817
global route: 8379 / 0.1606 / 3762 / 817
finish: 8379 / 0.2031 / 3640 / 817
No activity file was given, so power comes from the tool's default toggle rates.
